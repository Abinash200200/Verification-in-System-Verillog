==> design.v <==
interface cou;
  logic [3:0] data;      
  logic load;            
  logic clk;             
  logic rst;             
  logic up_down;         
  logic [3:0] count;     
endinterface             
interface inter;
  logic [7:0] din;    
  logic [7:0] addr;   
  logic clk;          
  logic we;           
  logic rst;          
  logic [7:0] dout;   
endinterface
interface intf;
	logic clk, rd, wr;        
	logic full, empty;        
	logic [7:0]data_in;       
	logic [7:0]data_out;      
	logic rst;                
endinterface
module fifo(
	input clk, rst, wr, rd,
	input [7:0]din,
	output reg [7:0]dout,
	output empty, full);
reg [3:0]wptr=0, rptr=0;                     
reg [4:0]cnt=0;                              
reg [7:0] mem [15:0];                        
always @(posedge clk)
begin
	if(rst)                              
	begin
		wptr <= 0;
		rptr <= 0;
		cnt  <= 0;
	end
	else if(wr && !full)                 
	begin
		mem[wptr] <= din;
		wptr      <= wptr + 1;
		cnt       <= cnt + 1;
	end
	else if(rd && !empty)                
	begin
		dout <= mem[rptr];
		rptr <= rptr + 1;
		cnt  <= cnt - 1;
	end
end
assign empty = (cnt == 0) ? 1'b1 : 1'b0;     
assign full  = (cnt == 16) ? 1'b1 : 1'b0;
endmodule
==> run.sh <==
#!/bin/bash
# OpenROAD 26Q1-2900-gdf79404cd8, Yosys 0.63+post, stock flow scripts
make -C /OpenROAD-flow-scripts/flow DESIGN_CONFIG=/design/flow/config.mk WORK_HOME=/design/flow/orfs finish
==> config.mk <==
export PLATFORM = sky130hd
export DESIGN_NAME = fifo
export DESIGN_NICKNAME = fifo
export VERILOG_FILES = /design/flow/design.v
export SDC_FILE = /design/flow/constraint.sdc
export NUM_CORES = 4
export LEC_CHECK = 1
export CORE_UTILIZATION = 50
==> constraint.sdc <==
current_design fifo

set clk_period 4.3
set clk_io_pct 0.2

create_clock -name clk0 -period $clk_period [get_ports {clk}]

set non_clock_inputs [all_inputs -no_clocks]
set_input_delay [expr $clk_period * $clk_io_pct] -clock clk0 $non_clock_inputs
set_output_delay [expr $clk_period * $clk_io_pct] -clock clk0 [all_outputs]
==> GITHUB_STEP_SUMMARY <==
## Synthesis and layout report

| Metric | Value |
|---|---|
| P&R area growth vs syn | 15.3% |
| Uppermost layer routed | met4 |
| Dpl cells | 511 |
| Post-synth EDFFs | 136 |
| #FFs+latches synth | 149 |
| WP data arrival | 3.67 ns |
| CTS Hold Bufs | 0 |
| Post-CTS sizing | 0 |
| Mean post-synth cell area | 16.9 um2 |
| Chip width | 112 um |
| Hold Slack | 0.572 ns |
| Leakage | 2.27 nW |
| Post-route DRC violation count | 0 |
| Setup TNS | 0 ns |
| Crit Path Max Fanout | 8 |
| WP data required | 4.63 ns |
| OpenROAD warnings | 28 |
| Max-slew headroom | 0.422 |
| Die height | 112 um |
| Synth top area share | 0.674 |
| Status | finished clean |
| Final period utilization | 0.779 |
| Yosys cell count | 359 |
| Yosys stat area | 6060 um2 |
| Hold Path Class | reg -> reg |
| Maximum buffer depth of the clock tree | 2 |
| H-tree Lvls | 4 |
| Cell type with the largest total area | edfxtp_1 |
| Core box area | 11600 um2 |
| Synthesized area | 6060 um2 |
| Clk sinks | 149 |
| Yosys warns | 1 |
| Metal-1 WL | 4.83 mm |
| Finished Core Util | 0.602 |
| Synth top cells by count | edfxtp_1 (136), mux2i_1 (33), nor2_1 (26), a221oi_1 (16), mux4_2 (16) |
| Post-CTS Setup Bufs | 0 |
| Final Hold Violation Tally | 0 |
| Routed len/inst | 21.3 um |
| Max Cap Viol | 0 |
| Kind of critical path | in -> reg |
| Synth Seq Share | 0.717 |
| Async SR Flop Fraction | 0 |
| Setup ws final | 0.952 ns |
| Init Core Util | 0.522 |
| Dpl ws | 0.561 ns |
| Pwr Density | 566 nW/um2 |
| Synth top cell by count | edfxtp_1 |
| RSZ-0062 raised after global routing | no |
| Top cells by area | edfxtp_1 (67%), mux4_2 (5.9%), mux2i_1 (5.5%), dfxtp_1 (4.3%), a221oi_1 (2.3%) |
| Cells after Synth | 359 |
| I/O pin cnt | 22 |
| Layout cells sized above 1 | 0.143 |
| Slew at the pin closest to its max-slew limit | 0.864 ns |
| Maximum VDD drop | 0.000328 V |
| N_diodes | 0 |
| Synth Flop Type | edfxtp_1 |
| Grt total ovfl | 0 |
| ANT nets after route | 0 |
| Root buffer cell | clkbuf_16 |
| Via count | 3192 |
| Max-slew violation count | 0 |
| DP Area | 6410 um2 |
| Worst Setup Start Kind | input port |
| Drt total wl | 11.6 mm |
| Setup crit end kind | register |
| Post-route minimum period | 3.35 ns |
| CTS tree | done |
| Vias in the first global route | 3244 |
| Largest net degree at the start of global routing | 26 |
| Post-route cell area | 6990 um2 |
| Initial DRC Count | 211 |
| GRT Resource Usage Total | 0.218 |
| Final Wtd Congestion | 0.869 |
| DR pass1 iterations | 23 |
| Routed met3 length | 980 um |
| Initial antenna violation count | 0 |
| Post-DR vias/cell | 5.89 |
| # port buffers | 21 |
| Peak Freq | 299 MHz |
| Tot Pwr | 3.95 mW |
| First-pass GRT wire length | 18.3 mm |
| Worst Skew | 0.00655 ns |
| Die Size | 12600 um2 |
| CTS clk-pin slew, worst paths | 0.05 ns |
| Finished Layout Cells | 542 |
| Distinct lib cells | 39 |
| # setup viols final | 0 |
| Rows | 39 |
| Clock latency (worst-skew pair) | 0.41 ns |
| Detailed Place HPWL | 7.44 mm |
| Total CTS buffers | 17 |
| Met2 Routed Length | 5.60 mm |
## path summary, 6_finish.rpt
kind                                            from                   end  slack (ns)  cells past startpoint
worst min register to register  wptr[1]$_SDFFE_PP0P_  wptr[1]$_SDFFE_PP0P_        0.57                      2
worst min-delay path            wptr[1]$_SDFFE_PP0P_  wptr[1]$_SDFFE_PP0P_        0.57                      2
worst max register to register   cnt[0]$_SDFFE_PP0P_   cnt[4]$_SDFFE_PP0P_        1.49                      8
worst max-delay path                              wr   cnt[4]$_SDFFE_PP0P_        0.95                      9
## cell families after synthesis
| family | count (synthesis) | synth area share |
|---|---|---|
| xor+xnor | 6 | 0.00868 |
| buf+inv | 26 | 0.0180 |
| fa+ha+maj | 9 | 0.0198 |
| flops | 149 | 0.717 |
| simple gates | 57 | 0.0438 |
| mux | 49 | 0.114 |
| compound gates | 63 | 0.0787 |
## placed cells by master (no fill, tap or decap), types with 3 or more instances in the layout
master             n
a21oi_1            9
a221oi_1          16
a22oi_1            8
buf_4              6
bufinv_16          3
clkbuf_1           4
clkbuf_16         17
clkdlybuf4s50_1   21
dfxtp_1           12
edfxtp_1         136
ha_1               8
inv_1              8
mux2i_1           33
mux4_2            16
nand2_1           15
nand3_1            3
nor2_1            26
o21ai_0           14
or3_1              4
xnor2_1            3
xor2_1             3
## registers in the layout, summed over array words and instances (netlist names)
| name | cells |
|---|---|
| mem | 128 |
| wptr | 4 |
| dout | 8 |
| rptr | 4 |
| cnt | 5 |
## critical path: stages
cell             delay, ns
clkdlybuf4s50_1       0.69
inv_1                 0.13
a21oi_1               0.44
inv_1                 0.20
fa_1                  0.44
a21o_1                0.20
a2111o_1              0.42
o211a_1               0.13
a211oi_1              0.16
## cell type report
cell class	count	area (um2)
inverters	8	30.0
clock buffers	21	440
repair buffers	27	255
flip-flops and latches	149	4350
fillers	849	4630
clock inverters	10	133
multi-input cells	184	1610
well taps	143	179
## per-layer routing
metal | GRT usage | vias up
li1 | - | 1491
met1 | 0.357 | 1573
met2 | 0.329 | 114
met3 | 0.0848 | 14
met4 | 0.0240 | 0
met5 | 0 | -
## where the power goes
group          leakage (nW)  internal (mW)  switching [mW]  total, mW
Clock                 0.276          0.904           0.529       1.43
Combinational         0.659          0.385           0.359      0.743
Sequential             1.33           1.66           0.118       1.78
Power is estimated from default activity; no workload was simulated.
