===== flow/config.mk =====
export PLATFORM = sky130hd
export DESIGN_NAME = counter
export DESIGN_NICKNAME = counter
export VERILOG_FILES = /design/flow/design.v
export SDC_FILE = /design/flow/constraint.sdc
export NUM_CORES = 4
export LEC_CHECK = 1
export CORE_AREA = 10 10 70 70
export DIE_AREA = 0 0 80 80

===== flow/constraint.sdc =====
current_design counter

set clk_period 2.6
set clk_io_pct 0.2

create_clock -name clk0 -period $clk_period [get_ports {clk}]

set non_clock_inputs [all_inputs -no_clocks]
set_input_delay [expr $clk_period * $clk_io_pct] -clock clk0 $non_clock_inputs
set_output_delay [expr $clk_period * $clk_io_pct] -clock clk0 [all_outputs]

===== flow/design.v =====
interface cou;
  logic [3:0] data;      
  logic load;            
  logic clk;             
  logic rst;             
  logic up_down;         
  logic [3:0] count;     
endinterface             
interface inter;
  logic [7:0] din;    
  logic [7:0] addr;   
  logic clk;          
  logic we;           
  logic rst;          
  logic [7:0] dout;   
endinterface
interface intf;
	logic clk, rd, wr;        
	logic full, empty;        
	logic [7:0]data_in;       
	logic [7:0]data_out;      
	logic rst;                
endinterface
module counter(
  input [3:0]data,       
  input load,            
  input clk,             
  input rst,             
  input up_down,         
  output reg [3:0]count  
);
  always@ (posedge clk)  
    begin
      if(rst)                  
        count <= 0;            
      else if(load)            
        count <= data;         
      else if(up_down)         
        count <= count + 1;    
      else                     
        count <= count - 1;    
    end                        
endmodule                     

===== flow/run.sh =====
#!/bin/bash
# OpenROAD 26Q1-2900-gdf79404cd8, Yosys 0.63+post, stock flow scripts
make -C /OpenROAD-flow-scripts/flow DESIGN_CONFIG=/design/flow/config.mk WORK_HOME=/design/flow/orfs finish

==> Slide: Implementation Results <==
Flow Results at a Glance

Outcome
  • Outcome: completed

Yosys
  • Top cells by count: 5 x nor2_1, 4 x dfxtp_1, 2 x a21oi_1, 2 x ha_1, 2 x mux2i_1
  • Post-synth EDFFs: 0
  • Yosys stat cell total: 25
  • Ys async rst share: 0
  • Post-synth area hogs: dfxtp_1 33%, ha_1 10%, fa_1 8.2%, mux2i_1 8.2%, nor2_1 7.7%
  • Area share, top type: 0.327
  • Synth flops: 4
  • Syn. warnings: 1
  • Cell type with the largest total area: dfxtp_1
  • Gate Count Post-Synth: 25
  • Sequential share of the synthesized area: 0.327
  • Mapped cell area: 245 um^2
  • Most numerous cell in the Yosys netlist: nor2_1
  • Syn Area/Cell: 9.81 um^2
  • Ys flop type: dfxtp_1
  • YS chip area: 245 um^2
  • Netlist cell types: 15

Routing
  • Antenna Cells: 0
  • Iter 0 DRT Violations: 2
  • Vias after detailed routing: 218
  • Remaining DRCs: 0
  • Iteration tally of the first detailed-router pass: 4
  • Avg WL per Cell: 8.38 um
  • ANT nets after route: 0
  • Drt total wl: 704 um
  • Vias per cell: 2.60

Timing
  • Max Freq: 0.531 GHz
  • Final Hold Viols: 0
  • Rel. slew slack: 0.794
  • Unrepaired setup endpoints after global routing: no
  • Max-slew violations: 0
  • Setup WS post-layout: 0.716 ns
  • Least-Margin Pin Slew: 0.308 ns
  • Setup TNS: 0 ns
  • Final setup violation count: 0
  • Fin crit share: 0.725
  • Fin crit period: 1.88 ns
  • Clock Skew: 0.00242 ns

Cells and area
  • Most flops, register: count
  • Utilization after layout: 0.124
  • Largest regs: count x4
  • Logic area: 150 um^2
  • # fillers: 405
  • Layout cell share with drive strength beyond 1: 0.105
  • Register Area: 80.1 um^2
  • P&R area growth vs syn: 73.0%
  • Design Area, Final: 424 um^2
  • Max FFs per register: 4

Placed design
  • DP Worst Slack: 0.487 ns
  • Port bufs: 11
  • HPWL after DPL: 562 um
  • Global placement routability congestion: 0.757
  • DP Area: 402 um^2

Clock tree
  • Clk slew on worst S/H paths: 0.04 ns
  • CTS root buf: clkbuf_4
  • CTS Hold Buffers Added: 0
  • Resize count post-CTS: 0
  • CTS tree: built
  • CTS buffer count: 3
  • Setup repair bufs after CTS: 0
  • H-tree levels: 1
  • Clock sinks: 4
  • Late-Pin Clk Latency: 0.23 ns
  • Largest buffer count on any clock path: 2

Global routing
  • Global route total overflow: 0
  • Initial antenna violation count: 0
  • First-pass GRT wire length: 1140 um
  • Vias in the first global route: 264
  • Largest net degree at the start of global routing: 8
  • Total track usage: 0.0222

Floorplan
  • Die height: 80 um
  • FP Util: 0.0718
  • Num rows: 21
  • Die area: 6400 um^2
  • Core Area: 3420 um^2
  • Chip width: 80 um
  • I/O Pins: 12

Job
  • Max cap viols: 0
  • OpenROAD warning count: 25

Min path
  • Hold Crit Class: flop to flop

Power
  • Pwr/cell area: 491 nW/um^2
  • Maximum vdd drop: 0.0808 mV
  • Leakage power total: 0.000162 uW

Worst setup path
  • Crit path DAT: 2.05 ns
  • CP endpoint kind: flop
  • Worst setup SP type: primary input
  • CP Class: primary input to flop
  • Crit path DRT: 2.76 ns
  • Crit path max fanout: 3
## metrics by stage
step	power, uW	cells	hold WS [ns]
after floorplan	102	25	0.531
after global placement	130	81	0.574
after detailed placement	132	81	0.576
after CTS	213	84	0.589
after global routing	227	84	0.637
final	208	84	0.587
## area by class of cell
type | count | area share
Clock buffer | 3 | 0.0531
Inverter | 1 | 0.00885
Multi-Input combinational cell | 19 | 0.354
Sequential cell | 4 | 0.189
Tap cell | 46 | 0.136
Timing Repair Buffer | 11 | 0.260
## kinds of logic (layout without fill, tap and decap cells)
group	after synthesis	count (layout)	share of synthesized area
adders and majority gates	3	3	0.184
and+or+nand+nor	8	8	0.138
AOI/OAI and AO/OA	4	4	0.138
DFF	4	4	0.327
buffers and inverters	2	15	0.0612
xor gates and xnor gates	2	2	0.0714
muxes	2	2	0.0816
## metal layers
layer  routed length, um  up-vias  share of wire  global-route usage
li1                    -      114              -                   -
met1                 308       97           0.44              0.0266
met2                 329        7           0.47              0.0321
met3                  67        0          0.095              0.0148
met4                   0        0              0             0.00528
met5                   0        -              0                   0
## layout by cell type (no fill, tap or decap)
master | Yosys | routed
a2111o_1 | 1 | 1
nand3_1 | 1 | 1
clkdlybuf4s50_1 | 0 | 11
o211ai_2 | 1 | 1
nand4_1 | 1 | 1
ha_1 | 2 | 2
nor2_1 | 5 | 5
mux2i_1 | 2 | 2
xnor2_1 | 1 | 1
nand2_1 | 1 | 1
a21oi_1 | 2 | 2
clkbuf_4 | 0 | 3
fa_1 | 1 | 1
dfxtp_1 | 4 | 4
xor2_1 | 1 | 1
inv_1 | 1 | 1
## final timing paths
check / start / cells after the start / to / slack [ns]
setup / recovery: up_down / 6 / count[3]$_SDFF_PP0_ / 0.72
hold reg to reg: count[0]$_SDFF_PP0_ / 3 / count[0]$_SDFF_PP0_ / 0.59
setup reg to reg: count[2]$_SDFF_PP0_ / 4 / count[3]$_SDFF_PP0_ / 1.30
hold / removal: count[0]$_SDFF_PP0_ / 3 / count[0]$_SDFF_PP0_ / 0.59
## critical path, cell delays in order
cell	delay, ns
clkdlybuf4s50_1	0.49
inv_1	0.09
ha_1	0.34
a21oi_1	0.10
a2111o_1	0.43
o211ai_2	0.07
## report_power, final
part	internal (uW)	total [uW]	switching, uW
Combinational	35.1	56.2	21.2
Clock	51.7	77.7	26.0
Sequential	68.7	74.4	5.73
Total	155	208	52.9
Power is estimated from default activity; no workload was simulated.
